<file path="./design.v">
module fake_dram #(
  parameter LOG_DRAM_SIZE = 6,
  parameter PAGE_LEN = 32,
  parameter LOG_ADDR_SIZE = LOG_DRAM_SIZE - $clog2(PAGE_LEN),
  parameter LOG_REQ_SIZE = 1 + LOG_ADDR_SIZE
)(
  input                     clk,
  input                     rst,
  output             [12:0] DRAM_ADDR,
  output              [1:0] DRAM_BA,
  output                    DRAM_CAS_N,
  output                    DRAM_CKE,
  output                    DRAM_CLK,
  output                    DRAM_CS_N,
  inout              [31:0] DRAM_DQ,
  output              [3:0] DRAM_DQM,
  output                    DRAM_RAS_N,
  output                    DRAM_WE_N,
  output reg                frq_read_en,
  input  [LOG_REQ_SIZE-1:0] frq_read_data,
  input                     frq_empty,
  output reg                fin_read_en,
  input      [PAGE_LEN-1:0] fin_read_data,
  input                     fin_empty,
  output reg                fout_write_en,
  output reg [PAGE_LEN-1:0] fout_write_data,
  input                     fout_full,
  output reg                error
);
localparam
  READ_REQ = 0,
  CMD_SEL = 1,
  READ_DATA = 2,
  WRITE_DATA = 3;
reg [1:0] r_state;
reg [LOG_REQ_SIZE-1:0] r_req;
always @ (posedge clk or posedge rst)
begin
  if (rst) begin
    r_state           <= 0;
    frq_read_en       <= 0;
    fin_read_en       <= 0;
    fout_write_en     <= 0;
	 error             <= 0;
	 r_req             <= 0;
  end
  else begin
	  case(r_state)
		 READ_REQ: begin
			fout_write_en <= 0;
			fin_read_en   <= 0;
			r_state       <= !frq_empty ? CMD_SEL : READ_REQ;
			r_req         <= frq_read_data;
			frq_read_en   <= !frq_empty;
		 end		 
		 CMD_SEL: begin
			frq_read_en   <= 0;
			r_state       <= r_req[0] ? WRITE_DATA : (!fout_full ? READ_DATA : CMD_SEL);
		 end		 
		 READ_DATA: begin
			fout_write_en   <= 1;
			fout_write_data <= r_req[LOG_REQ_SIZE-1:1];
			r_state         <= READ_REQ;
		 end
		 WRITE_DATA: begin
			r_state       <= !fin_empty ? READ_REQ : WRITE_DATA;
			error         <= error | (r_req[LOG_REQ_SIZE-1:1] != fin_read_data);
			fin_read_en   <= !fin_empty;
		 end
	  endcase
	end
end
endmodule
</file>
<file path="./run.sh">
#!/bin/bash
# OpenROAD 26Q1-2900-gdf79404cd8, Yosys 0.63+post, stock flow scripts
make -C /OpenROAD-flow-scripts/flow DESIGN_CONFIG=/design/flow/config.mk WORK_HOME=/design/flow/orfs finish
</file>
<file path="./config.mk">
export PLATFORM = sky130hd
export DESIGN_NAME = fake_dram
export DESIGN_NICKNAME = fake_dram
export VERILOG_FILES = /design/flow/design.v
export SDC_FILE = /design/flow/constraint.sdc
export NUM_CORES = 4
export LEC_CHECK = 1
export CORE_AREA = 10 10 72 72
export DIE_AREA = 0 0 82 82
</file>
<file path="./constraint.sdc">
current_design fake_dram

set clk_period 2.1
set clk_io_pct 0.2

create_clock -name clk0 -period $clk_period [get_ports {clk}]

set non_clock_inputs [all_inputs -no_clocks]
set_input_delay [expr $clk_period * $clk_io_pct] -clock clk0 $non_clock_inputs
set_output_delay [expr $clk_period * $clk_io_pct] -clock clk0 [all_outputs]
</file>
==> results.toml <==
# synthesis and place-and-route metrics
[clock_tree]
clock_tree_from_tritoncts = "built"
cts_buffer_depth = 2
cts.reportedPaths.clkPinSlew_ns = 0.05
clock_sink_count = 11
holdBufCountCts = 0
cts_htree_levels = 1
post_cts_sizing_count = 0
cts_root_buf = "sky130_fd_sc_hd__clkbuf_8"
post_cts_buffers = 0
numCtsBuffers = 3
clkLatencyLatePin_ns = 0.23

[die]
floorplanUtilization = 0.252
die_w_um = 82
design.portCount = 132
die-height_um = 82
fp.dieArea_um2 = 6720
core_region_area_um2 = 3690
placement_rows = 22

[global_route]
grt.busiest_layer = "met2"
first_pass_grt_wire_length_mm = 3.51
groute.layer.met1.usage = 0.0857
first_global_vias = 737
grt_max_degree = 11
global_route.usage.met3 = 0.0341
grt.overflow.total = 0
number_of_antenna_violations_at_the_first_check_in_global_routing = 0
grtUsageTotal = 0.0630
use_met2 = 0.0893

[route]
per_cell_routed_wire_length_um = 12.7
n_antenna_cell = 0
post_drt_via_cell_ratio = 3.47
drt_pass1_iterations = 4
detail_route.wirelength_mm = 2.42
drtAntennaViolNets = 0
initialDrtViolationCount = 30
drt_drc_violations_left = 0
vias = 662

[status]
run_status = "finished, final reports clean"

[yosys]
enable_flop_cells = 1
synth_seq_share = 0.303
synth.yosys.chip_area_um2 = 928
synth_cells = 98
synth_area_um2 = 928
synth_stat.cells = 98
ffs_w_async_s_r_synth = 0.909
ff_type = "sky130_fd_sc_hd__dfrtp_1"
synth_flop_count = 11
ys.warnings.count = 26
syn_area_cell_um2 = 9.47
yosys.cell_types.count = 24

[pwr]
total_power_w = 0.000817
p_per_area_nw_per_um2 = 655
worst_ir_drop_vdd_v = 0.000185
static-leakage-power_nw = 0.575

[timing]
untimed_endpoints = 32
unrepaired_setup_endpoints_after_global_routing = "false"
hold_viol = 0
finalCriticalPeriod_ns = 1.51
max_freq_ghz = 0.660
timing.clock.skew_ns = 0.00232
maxSlewViolCount = 0
setup_viol_count_final = 0
min_period_over_period = 0.721
fin_setup_tns_ns = 0

[flow_run]
max-cap-violations = 0
log.warning_count = 57

[placement]
postPlaceCellArea_um2 = 1200
routabilityCongestion = 0.772
io_buffers = 43
hpwl_mm = 2.19

[setup_path]
crit_path_end_kind = "flip-flop"
crit_path_start_kind = "primary input"
worst-path-max-fanout = 1
setup.worst_path.start = "fin_read_data[1]"
timing.critical_path.arrival_ns = 1.63
worst-endpoint-required_ns = 2.22
r2r-start = "error"
criticalPathCategory = "primary input to flip-flop"

[final_layout]
layout_top_cell = "sky130_fd_sc_hd__conb_1"
post_route_cells_drive_above_1_share = 0.0769
top_logic_cells_by_instance_count_in_the_layout = "sky130_fd_sc_hd__conb_1 (56), sky130_fd_sc_hd__clkdlybuf4s50_1 (43), sky130_fd_sc_hd__dfrtp_1 (9)"
fill_cells = 390
areaGrowthSynthToFinish_pct = 34.4
final_design_area_no_fill_um2 = 1250

[hold_path]
hold_start = "r_req[0]"
worst_hold_path_type = "flip-flop to flip-flop"
area by class of cell:
class | count | area (um2) | share of cell area
Timing Repair Buffer | 43 | 430 | 0.345
Multi-Input combinational cell | 83 | 422 | 0.338
Sequential cell | 11 | 282 | 0.226
Tap cell | 48 | 60.1 | 0.0481
Clock buffer | 3 | 41.3 | 0.0331
Inverter | 2 | 7.51 | 0.00602
Clock inverter | 1 | 5.00 | 0.00401
flip-flops by register name, summed over array words and instances, names as in the netlist:
name	cells
fout_write_data	1
frq_read_en	1
r_req	2
fout_write_en	1
error	1
r_state	4
fin_read_en	1
cells in the mapped netlist (all sizes together) (2+ instances only):
| cell | n | area, um2 |
|---|---|---|
| mux2 | 2 | 22.5 |
| nor4 | 8 | 75.1 |
| a21o | 2 | 15.0 |
| nor2 | 2 | 7.51 |
| buf | 56 | 420 |
| inv | 2 | 7.51 |
| nor2b | 2 | 12.5 |
| dfrtp | 9 | 225 |
path summary, 6_finish.rpt:
| kind | to | slack (ns) | depth (start not counted) |
|---|---|---|---|
| worst min-delay path | r_state[1] | 0.48 | 1 |
| min in group asynchronous | r_state[2] | 0.50 | 2 |
| worst max register to register | error | 0.85 | 3 |
| worst min register to register | r_state[1] | 0.48 | 1 |
| max in group asynchronous | r_state[0] | 1.29 | 2 |
| worst max-delay path | error | 0.59 | 4 |
per-layer routing:
metal | up-vias | part of all wire
met3 | 2 | 0.16
met5 | - | 0
met4 | 0 | 0.0041
met1 | 287 | 0.45
li1 | 306 | -
met2 | 67 | 0.38
cell families after synthesis:
logic type | after synthesis | share of synthesized area
AOI/OAI and AO/OA | 7 | 0.0593
xor gates and xnor gates | 1 | 0.00944
buffers and inverters | 59 | 0.465
DFF | 11 | 0.303
muxes | 2 | 0.0243
other | 1 | 0.00404
and+or+nand+nor | 17 | 0.135
per-stage QoR:
step                std cells  setup WS [ns]   util  hold slack [ns]
floorplan                 153          0.874      -            0.259
global placement          187          0.319  0.326            0.466
detailed placement        187          0.316  0.326            0.473
CTS                       191          0.554  0.338            0.484
global route              191          0.514  0.338            0.506
finish                    191          0.586  0.338            0.477
power by group:
| part | total, W | switching (W) | internal (W) |
|---|---|---|---|
| registers | 0.000361 | 0.0000643 | 0.000296 |
| clock network | 0.000203 | 0.0000731 | 0.000130 |
| logic | 0.000253 | 0.0000653 | 0.000188 |
| total | 0.000817 | 0.000203 | 0.000614 |
critical path: stages:
cell                              delay (ns)
sky130_fd_sc_hd__clkdlybuf4s50_1        0.41
sky130_fd_sc_hd__nor4_2                 0.30
sky130_fd_sc_hd__nand4_1                0.14
sky130_fd_sc_hd__o32a_1                 0.36
Power is estimated from default activity; no workload was simulated.
