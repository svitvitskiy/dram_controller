==> flow/design.v <==
module dram #(
  parameter LOG_DRAM_SIZE = 6,
  parameter PAGE_LEN = 32,
  parameter LOG_ADDR_SIZE = LOG_DRAM_SIZE - $clog2(PAGE_LEN),
  parameter LOG_REQ_SIZE = 1 + LOG_ADDR_SIZE,
  parameter CAS_LTCY = 3
)(
  input                     clk,
  input                     rst,
  output reg         [12:0] DRAM_ADDR,
  output reg          [1:0] DRAM_BA,
  output reg                DRAM_CAS_N,
  output reg                DRAM_CKE,
  output reg                DRAM_CLK,
  output reg                DRAM_CS_N,
  inout              [31:0] DRAM_DQ,
  output reg          [3:0] DRAM_DQM,
  output reg                DRAM_RAS_N,
  output reg                DRAM_WE_N,
  output reg                frq_read_en,
  input  [LOG_REQ_SIZE-1:0] frq_read_data,
  input                     frq_empty,
  output reg                fin_read_en,
  input      [PAGE_LEN-1:0] fin_read_data,
  input                     fin_empty,
  output reg                fout_write_en,
  output reg [PAGE_LEN-1:0] fout_write_data,
  input                     fout_full,
  output reg                error
);
localparam
  READ_REQ     = 0,
  CMD_SEL      = 1,
  READ_DATA    = 2,
  WRITE_DATA_0 = 3,
  WRITE_DATA_1 = 4;
localparam
  DRAM_INACT   = 0,
  DRAM_ACTIVE  = 1,
  DRAM_WRITE   = 2,
  DRAM_DONE    = 3;
reg [1:0]              r_state;
reg [LOG_REQ_SIZE-1:0] r_req;
reg                    r_wr_active;
reg                    r_wr_ready;
reg [3:0]              r_wr_state;
reg [3:0]              r_timer;
reg [PAGE_LEN-1:0]     r_wr_data;
always @ (posedge clk or posedge rst)
begin
  if (rst) begin
    r_state           <= 0;
    frq_read_en       <= 0;
    fin_read_en       <= 0;
    fout_write_en     <= 0;
	 error             <= 0;
	 r_req             <= 0;
	 r_wr_active       <= 0;
  end
  else begin
	  case(r_state)
		 READ_REQ: begin
			fout_write_en <= 0;
			fin_read_en   <= 0;
			r_state       <= !frq_empty ? CMD_SEL : READ_REQ;
			r_req         <= frq_read_data;
			frq_read_en   <= !frq_empty;
		 end		 
		 CMD_SEL: begin
			frq_read_en   <= 0;
			r_state       <= r_req[0] ? WRITE_DATA_0 : (!fout_full ? READ_DATA : CMD_SEL);
		 end		 
		 READ_DATA: begin
			fout_write_en   <= 1;
			fout_write_data <= r_req[LOG_REQ_SIZE-1:1];
			r_state         <= READ_REQ;
		 end
		 WRITE_DATA_0: begin
			r_state       <= !fin_empty ? WRITE_DATA_1 : WRITE_DATA_0;
			r_wr_active   <= !fin_empty;
			r_wr_data     <= fin_read_data;
			fin_read_en   <= !fin_empty;
		 end
		 WRITE_DATA_1: begin
		   fin_read_en   <= 0;
			r_state       <= r_wr_ready ? READ_REQ : WRITE_DATA_1;
			r_wr_active   <= !r_wr_ready;
		 end
		 default: ;
	  endcase
	end
end
always @ (posedge clk or posedge rst)
begin
  if (rst) begin
    r_wr_ready         <= 0;
	 r_wr_state         <= DRAM_INACT;
	 DRAM_CS_N          <= 1;
	 DRAM_RAS_N         <= 1;
	 DRAM_CAS_N         <= 1;
	 DRAM_WE_N          <= 1;
  end
  else if (r_wr_active) begin
    if (r_timer) begin
	   r_timer    <= r_timer - 1;
	 end
	 else begin
		 case (r_wr_state)
		 DRAM_INACT: begin
			DRAM_CS_N  <= 0;
			DRAM_RAS_N <= 0;
			DRAM_CAS_N <= 1;
			DRAM_WE_N  <= 1;
			r_wr_state <= DRAM_ACTIVE;
			r_timer    <= CAS_LTCY;
		 end
		 DRAM_ACTIVE: begin
			DRAM_CS_N  <= 0;
			DRAM_RAS_N <= 1;
			DRAM_CAS_N <= 0;
			DRAM_WE_N  <= 0;
			r_wr_state <= DRAM_WRITE;
			r_timer    <= CAS_LTCY;
		 end
		 DRAM_WRITE: begin 
			DRAM_CS_N  <= 0;
			DRAM_RAS_N <= 1;
			DRAM_CAS_N <= 1;
			DRAM_WE_N  <= 1;
			r_wr_state <= DRAM_DONE;
		 end
		 DRAM_DONE: begin
			DRAM_CS_N          <= 1;
			DRAM_RAS_N         <= 1;
			DRAM_CAS_N         <= 1;
			DRAM_WE_N          <= 1;
			r_wr_ready         <= 1;
       end
		 endcase
	 end
  end
  else begin
    r_wr_ready         <= 0;
	 r_wr_state         <= DRAM_INACT;
  end
end
endmodule
==> flow/run.sh <==
#!/bin/bash
# OpenROAD 26Q1-2900-gdf79404cd8, Yosys 0.63+post, stock flow scripts
make -C /OpenROAD-flow-scripts/flow DESIGN_CONFIG=/design/flow/config.mk WORK_HOME=/design/flow/orfs finish
==> flow/config.mk <==
export PLATFORM = sky130hd
export DESIGN_NAME = dram
export DESIGN_NICKNAME = dram
export VERILOG_FILES = /design/flow/design.v
export SDC_FILE = /design/flow/constraint.sdc
export NUM_CORES = 4
export LEC_CHECK = 1
export CORE_AREA = 10 10 93 93
export DIE_AREA = 0 0 103 103
==> flow/constraint.sdc <==
current_design dram

set clk_period 3.4
set clk_io_pct 0.2

create_clock -name clk0 -period $clk_period [get_ports {clk}]

set non_clock_inputs [all_inputs -no_clocks]
set_input_delay [expr $clk_period * $clk_io_pct] -clock clk0 $non_clock_inputs
set_output_delay [expr $clk_period * $clk_io_pct] -clock clk0 [all_outputs]
==> flow_metrics.py <==
# Auto-generated metrics
metrics = {
    "cts": {
        "cts_resized": 0,
        "cts_inserted_buffers": 3,
        "worstSkewPairLatency_ns": 0.26,
        "tritoncts": "done",
        "htreeDepth": 1,
        "cts_buffer_depth": 2,
        "holdBufCountCts": 0,
        "root_buffer": "clkbuf_8",
        "post-cts-setup-buffers": 0,
        "clk_pin_slew_ns": 0.08,
        "clock-sinks": 22,
    },
    "pwr": {
        "intPower_w": 0.000464,
        "switchingPower_w": 0.000121,
        "p_leak_nw": 0.697,
        "power_frac_comb": 0.087,
        "clkPwrFrac": 0.413,
        "share_seq_of_total_power": 0.501,
        "power.density_nw_per_um2": 409,
        "p_sw_frac": 0.207,
        "vdd_ir_drop_max_mv": 0.218,
    },
    "sta": {
        "untimed_endpoints": 32,
        "setup_tns_ns": 0,
        "whs_ns": 0.455,
        "timing.final.hold_violations": 0,
        "worst_clock_skew_ns": 0.00444,
        "timing.final.crit_period_ns": 1.95,
        "clock.fmax_mhz": 514,
        "setup_viol": 0,
        "maxSlewViolCount": 0,
        "period_used_share": 0.573,
        "tightest_slew_ns": 0.635,
        "grt_setup_unrepaired": "no",
        "slew_headroom": 0.576,
    },
    "setup_path": {
        "slowest_stage": "dfstp_2",
        "crit_chain": "clkdlybuf4s50_1",
        "cp.required_ns": 2.72,
        "crit_family": "flip-flops",
        "path_buffers": 1,
        "setup.worst_path.start_class": "flip-flop",
        "cp_num_cells": 1,
        "endpoint_kind": "primary output",
        "r2r_slack_ns": 1.53,
        "r2r_cells": 5,
        "crit_arrival_ns": 1.27,
        "critical_path_class": "reg2out",
        "cpPeakStageDelay_ns": 0.55,
        "cp_max_fo": 3,
    },
    "synth": {
        "ff_type": "dfrtp_1",
        "simple_gate_share": 0.131,
        "synth_flops": 22,
        "netlist_area_um2": 1330,
        "netlist_instances": 134,
        "ys_chip_area_um2": 1330,
        "async_flop_share": 0.773,
        "adder_share": 0.0188,
        "yosysUniqueCellTypes": 28,
        "synth-edff-count": 5,
        "xor_area_frac": 0.00657,
        "synth.logic.top_family": "buffers and inverters",
        "avgSynthCellArea_um2": 9.95,
        "ys_sh_aoi": 0.0657,
        "yosysWarnings": 22,
        "ys_cells": 134,
        "synth.area.mux_share": 0.0169,
        "ys_seq_share": 0.436,
    },
    "detailed_routing": {
        "wl_mm": 2.40,
        "drtIter0Drc": 29,
        "detail_route.wl_per_cell_um": 10.5,
        "via_per_inst": 3.24,
        "n_antenna_cell": 0,
        "drtPass1Iterations": 4,
        "drc_errors": 0,
        "antenna_left": 0,
        "vias": 743,
    },
    "global_routing": {
        "grtUsageTotal": 0.0423,
        "grt_max_degree": 18,
        "antenna_found_initial": 0,
        "overflow": 0,
        "first_global_vias": 809,
        "grt_first_pass_wirelength_mm": 3.64,
    },
    "placed_design": {
        "io_buffers": 14,
        "hpwl_mm": 1.97,
        "gp_congestion": 0.779,
    },
    "finish": {
        "area_delta_synth_final_pct": 7.22,
        "drive_above_1_share": 0.0872,
    },
    "floorplanning": {
        "chip_area_um2": 10600,
        "die.size.y_um": 103,
        "pin_count": 132,
        "die_width_um": 103,
        "fp_util": 0.197,
        "core-area_um2": 6760,
        "core.rowCount": 30,
    },
    "run_status": {
        "outcome": "finished clean",
    },
    "min_path": {
        "hp-class": "reg2reg",
        "hold_depth": 0,
    },
    "job": {
        "warnings": 90,
        "cap_violations": 0,
    },
}
==> registers in the layout, indices dropped and copies added, names as in the netlist <==
signal / count
fout_write_data: 1
r_state: 4
r_req: 2
fout_write_en: 1
r_timer: 4
r_wr_active: 1
DRAM_RAS_N: 1
fin_read_en: 1
DRAM_CAS_N: 1
frq_read_en: 1
DRAM_CS_N: 1
r_wr_state: 4
==> metrics by stage <==
step           utilization  cells  cell area (um2)  total power [W]  worst slack [ns]
4_1_cts              0.212    229             1430         0.000595              1.44
5_1_grt              0.212    229             1430         0.000614              1.38
3_3_place_gp         0.201    225             1360         0.000350              1.36
2_1_floorplan            -    186             1530         0.000373              1.78
3_5_place_dp         0.201    225             1360         0.000351              1.36
6_report             0.212    229             1430         0.000585              1.45
==> cells by family after synthesis <==
logic type               count (synthesis)
adder cells (fa/ha/maj)                  2
AND-OR/OR-AND                           13
other                                    1
buffers and inverters                   60
AND/OR/NAND/NOR                         33
XOR/XNOR                                 1
multiplexers                             2
flip-flops                              22
==> layer usage <==
metal | global-route usage | up-vias | wire length, um
met2 | 0.0678 | 34 | 1130
met4 | 0.00642 | 0 | 27
met1 | 0.0520 | 348 | 1030
li1 | - | 359 | -
met3 | 0.0196 | 2 | 223
met5 | 0 | - | 0
==> cell type report <==
class	count	area, um2
clock buffers	3	41.3
clock inverters	1	30.0
fillers	741	5330
inverters	5	18.8
multi-input cells	104	518
flip-flops and latches	22	582
well taps	80	100
repair buffers	14	140
==> cell usage after synthesis, drive strengths merged, types with 3 or more instances <==
library cell	count	area, um2
nand2	16	60.1
dfstp	5	131
nor3	5	30.0
buf	55	410
dfrtp	12	300
inv	5	18.8
a21oi	5	25.0
edfxtp	5	150
nor2	3	11.3
==> power groups by stage <==
stage                 sequential (W)  combinational [W]  clock, W
after CTS                   0.000294          0.0000535  0.000248
after global routing        0.000296          0.0000608  0.000257
final                       0.000293          0.0000507  0.000241
==> path summary, 6_finish.rpt <==
| path | start | to |
|---|---|---|
| worst max-delay path | DRAM_CAS_N$_DFFE_PP1P_ | DRAM_CAS_N |
| worst min-delay path | r_req[1]$_DFFE_PP0P_ | fout_write_data[0]$_DFFE_PP_ |
| worst max register to register | r_timer[0]$_SDFFCE_PN1P_ | r_timer[3]$_SDFFCE_PN0P_ |
| worst min register to register | r_req[1]$_DFFE_PP0P_ | fout_write_data[0]$_DFFE_PP_ |
| max in group asynchronous | rst | r_wr_state[1]$_DFF_PP0_ |
| min in group asynchronous | rst | r_req[1]$_DFFE_PP0P_ |
==> cell usage in the layout (no fill, tap or decap) <==
cell / n
a21o_1: 2
a21oi_1: 5
a22o_1: 2
and4bb_1: 1
bufinv_16: 1
clkbuf_8: 3
clkdlybuf4s50_1: 14
conb_1: 53
dfrtp_1: 12
dfstp_2: 5
edfxtp_1: 5
ha_1: 2
inv_1: 5
mux2_2: 2
nand2_1: 16
nand2b_1: 2
nand3b_1: 1
nor2_1: 3
nor2b_1: 1
nor3_1: 4
nor3_2: 1
nor3b_1: 1
nor3b_2: 1
o21ai_0: 1
o2bb2ai_1: 2
o31ai_1: 1
or3_1: 1
or3b_1: 1
xnor2_1: 1
Power and IR drop assume default switching activity.
