--- ./run.sh ---
#!/bin/bash
# OpenROAD 26Q1-2900-gdf79404cd8, Yosys 0.63+post, stock flow scripts
make -C /OpenROAD-flow-scripts/flow DESIGN_CONFIG=/design/flow/config.mk WORK_HOME=/design/flow/orfs finish
--- ./config.mk ---
export PLATFORM = sky130hd
export DESIGN_NAME = fifo
export DESIGN_NICKNAME = fifo
export VERILOG_FILES = /design/flow/design.v
export SDC_FILE = /design/flow/constraint.sdc
export NUM_CORES = 4
export LEC_CHECK = 1
export CORE_UTILIZATION = 40
--- ./constraint.sdc ---
current_design fifo

set clk_period 2.6
set clk_io_pct 0.2

create_clock -name clk0 -period $clk_period [get_ports {clk}]

set non_clock_inputs [all_inputs -no_clocks]
set_input_delay [expr $clk_period * $clk_io_pct] -clock clk0 $non_clock_inputs
set_output_delay [expr $clk_period * $clk_io_pct] -clock clk0 [all_outputs]
--- ./design.v ---
module fifo(clk, rst, write_en, write_data, read_en, read_data, empty, full);
input                     clk;
input                     rst;
input                     write_en;
input  [WIDTH-1:0]        write_data;
input                     read_en;
output [WIDTH-1:0]        read_data;
output reg                empty;
output reg                full;
parameter SIZE = 4;
parameter WIDTH = 8;
reg         [WIDTH-1:0] r_storage [SIZE-1:0];
reg  [$clog2(SIZE)-1:0] r_read_ptr;
reg  [$clog2(SIZE)-1:0] r_write_ptr;
reg                     r_rst_empty;
assign read_data    = r_storage[r_read_ptr];
wire  [$clog2(SIZE)-1:0] w_read_ptr_nxt  = r_read_ptr + 1;
wire  [$clog2(SIZE)-1:0] w_write_ptr_nxt = r_write_ptr + 1;
always @ (posedge clk or posedge rst) begin
  if (rst) begin
    r_read_ptr               <= 0;
	 r_write_ptr              <= 0;
	 full                     <= 0;
	 empty                    <= 1;
	 r_rst_empty              <= 0;
  end
  else begin
    if (r_rst_empty) begin
	   empty                  <= 0;
		r_rst_empty            <= 0;
	 end
	 if (write_en && read_en) begin
	   r_storage[r_write_ptr] <= write_data;
		r_write_ptr            <= r_write_ptr + 1;
		r_read_ptr             <= r_read_ptr + 1;
	 end else if (write_en && !full) begin
	   r_storage[r_write_ptr] <= write_data;
		r_rst_empty            <= 1;
		if (w_write_ptr_nxt == r_read_ptr) begin
		  full                 <= 1;
		end
		r_write_ptr            <= r_write_ptr + 1;
	 end else if (read_en && !empty) begin
		full                   <= 0;
		if (w_read_ptr_nxt == r_write_ptr) begin
		  empty                <= 1;
		end
		r_read_ptr             <= r_read_ptr + 1;
	 end
  end
end
endmodule
==> results_dict.tcl <==
# place-and-route summary
set metrics [dict create \
    fin_ws_ns 0.168 \
    netlist_instances 101 \
    core_util_floorplan_pct 42.8 \
    grt_max_degree 13 \
    cts.sinks 39 \
    grt-ovfl-total 0 \
    clk_path_buf_depth 2 \
    ctsHoldBuffers 0 \
    finalCritPeriodShare_pct 93.5 \
    arrival_ns 1.91 \
    top_area_share_pct 59.5 \
    required_ns 2.08 \
    drc 0 \
    drt_iter0_markers 59 \
    avgViaCountPerCell 5.07 \
    postCtsSetupRepairBufs 0 \
    ys_seq_share_pct 70.4 \
    grt_pass1_wl_um 4610 \
    fin_crit_ns 2.43 \
    syn_to_final_growth_pct 23.5 \
    diodes 0 \
    hpwl_um 1830 \
    yosysUniqueCellTypes 19 \
    drv_cap 0 \
    ys_top_cells_by_count "edfxtp_1, inv_1, a222oi_1, ha_1, mux2i_1" \
    fin_setup_tns_ns 0 \
    warnings 31 \
    cts.clk_slew.worst_paths_ns 0.07 \
    cts.htree.levels 2 \
    hp-class "register to register" \
    ys_cells 101 \
    worst_clock_skew_ns 0.00508 \
    ys_top_cells_by_area "edfxtp_1, dfrtp_1, ha_1" \
    crit_family "buffers and inverters" \
    drv_slew 0 \
    ios 22 \
    rsz0062_at_grt "false" \
    crit_path_start_kind "register" \
    max_stage_delay_ns 0.48 \
    cts_root_buf "clkbuf_8" \
    ys_area_sq_um 1620 \
    die_area_sq_um 4300 \
    ir_worst_vdd_mv 0.455 \
    hold_ws_ns 0.421 \
    rows 22 \
    p_per_area_nw_per_um2 1000 \
    final-setup-viol-count 0 \
    io_buffers 21 \
    synth_flops 39 \
    tightest_slew_ns 0.468 \
    antenna_left 0 \
    first_global_vias 959 \
    cp_num_buf_inv 3 \
    avgRoutedWirePerCell_um 15.3 \
    gp_congestion 0.765 \
    top_cell "edfxtp_1" \
    firstDrtPassIters 5 \
    cts_inserted_buffers 5 \
    hold_viol 0 \
    max_freq_mhz 411 \
    cts_tree "done" \
    slowest_stage "clkdlybuf4s50_1" \
    grt_antenna_before_repair 0 \
    path_class "register to primary output" \
    regArea_sq_um 1140 \
    combGateArea_sq_um 414 \
    drt_wl_total_um 2710 \
    pre_cts_slack_ns 0.277 \
    die_h_um 65.5 \
    path_max_fanout 7 \
    yosys.area.top_type "edfxtp_1" \
    synth_area_sq_um 1620 \
    vias 897 \
    avgSynthCellArea_sq_um 16.0 \
    crit_chain "inv_1 > ha_1 > buf_6 > mux2i_1 > clkdlybuf4s50_1" \
    grt_util_all_layers_pct 16.0 \
    synth-edff-count 32 \
    critPathCaptureType "primary output" \
    chipWidth_um 65.5 \
    drive_gt1_share_pct 13.2 \
    core_sq_um 3770 \
    outcome "finished clean" \
    relSlewSlack_pct 68.8 \
    fillerInstances 295 \
    p_leak_nw 0.754 \
    synthFlopType "edfxtp_1" \
    ys_warn_count 2 \
    async_flop_share_pct 17.9 \
    clk_latency_ns 0.28 \
]
[cell type report]
type / count / share of cell area [%]
Clock buffer: 7 / 4.33
Clock inverter: 1 / 0.251
Inverter: 16 / 3.01
Multi-Input combinational cell: 43 / 20.8
Sequential cell: 39 / 57.2
Tap cell: 48 / 3.01
Timing Repair Buffer: 23 / 11.5
[routing by layer]
layer / part of all wire, % / vias up / routed length, um / global-route usage [%]
li1: - / 431 / - / -
met5: 0 / - / 0 / 0
met3: 7.1 / 5 / 192 / 9.15
met4: 1.7 / 0 / 46 / 1.90
met1: 45 / 432 / 1210 / 24.3
met2: 46 / 29 / 1260 / 22.3
[state kept, by name, summed over array words and instances (netlist names)]
name,cells
r_write_ptr,2
r_read_ptr,2
empty,1
full,1
r_rst_empty,1
r_storage,32
[stage by stage]
stage | cell area, sq um | utilization (%) | total power (W) | instances
after floorplan | 1620 | - | 0.00124 | 101
after global placement | 1890 | 50.1 | 0.00158 | 169
after detailed placement | 1890 | 50.1 | 0.00160 | 169
after CTS | 1980 | 52.6 | 0.00201 | 177
after global routing | 1990 | 52.9 | 0.00215 | 177
final | 1990 | 52.9 | 0.00200 | 177
[kinds of logic after synthesis]
logic type	count (synthesis)	synth area share (%)
flops	39	70.4
buf+inv	19	4.42
compound gates	13	7.28
mux	10	6.35
fa+ha+maj	8	6.20
simple gates	7	2.63
xor+xnor	5	2.71
[where the power goes]
group	leakage, nW	total (W)	internal, W	switching, W
Combinational	0.334	0.000733	0.000429	0.000305
Sequential	0.371	0.000861	0.000785	0.0000766
Clock	0.0482	0.000401	0.000214	0.000187
Total	0.754	0.00200	0.00143	0.000569
[placed cells by master, fill, tap and decap left out, types with 2 or more instances in the layout]
cell type	Yosys	layout
mux2_2	2	2
ha_1	8	5
o21ai_0	2	2
dfrtp_2	0	2
edfxtp_1	32	32
clkbuf_8	0	6
xor2_1	2	2
a222oi_1	8	8
and2_1	4	4
ha_2	0	3
dfrtp_1	6	4
clkdlybuf4s50_1	0	21
xnor2_1	3	3
inv_1	16	16
mux2i_1	8	8
[worst reg2reg max path, delay by kind of cell (launching register included)]
kind / cells / cell delay (ns)
simple gates: 1 / 0.43
compound gates: 1 / 0.20
flops: 1 / 0.41
buf+inv: 1 / 0.08
[final timing paths]
check	start	end	slack, ns	depth (start not counted)
setup / recovery	r_read_ptr[0]	read_data[2]	0.17	5
max in group asynchronous	rst	empty	1.84	3
min in group asynchronous	rst	r_read_ptr[1]	0.55	3
hold reg to reg	r_rst_empty	empty	0.42	1
setup reg to reg	full	r_storage[0][3]	1.13	3
hold / removal	r_rst_empty	empty	0.42	1
[timing repair]
action                                  CTS  global route
cloned                                    0             0
hold endpoints to repair                  0             0
endpoints found under the setup margin    3             8
gates resized                             1             5
pin swaps                                 0             2
Power and IR drop assume default switching activity.
